`./config.mk`:
```
export PLATFORM = sky130hd
export DESIGN_NAME = part2
export DESIGN_NICKNAME = part2
export VERILOG_FILES = /design/flow/design.v
export SDC_FILE = /design/flow/constraint.sdc
export NUM_CORES = 4
export LEC_CHECK = 1
export CORE_AREA = 10 10 70 70
export DIE_AREA = 0 0 80 80
```
`./design.v`:
```
module part2(a, b, c_in, s, c_out);
	input [3:0] a;
	input [3:0] b;
	input c_in;
	output [3:0] s;
	output [3:0] c_out;
	full_adder adder1(
		.c_in(c_in),
		.a(a[0]),
		.b(b[0]),
		.s(s[0]),
		.c_out(c_out[0])
	);
	full_adder adder2(
		.c_in(c_out[0]),
		.a(a[1]),
		.b(b[1]),
		.s(s[1]),
		.c_out(c_out[1])
	);
	full_adder adder3(
		.c_in(c_out[1]),
		.a(a[2]),
		.b(b[2]),
		.s(s[2]),
		.c_out(c_out[2])
	);
	full_adder adder4(
		.c_in(c_out[2]),
		.a(a[3]),
		.b(b[3]),
		.s(s[3]),
		.c_out(c_out[3])
	);
endmodule
module full_adder(c_in, a, b, s, c_out);
	input a;
	input b;
	input c_in;
	output s;
	output c_out;
	assign s = c_in ^ (a ^ b);
	assign c_out = (a & b) | (b & c_in) | (a & c_in);
endmodule
```
`./constraint.sdc`:
```
current_design part2

set clk_period 3.0
set clk_io_pct 0.2

create_clock -name clk0 -period $clk_period

set non_clock_inputs [all_inputs -no_clocks]
set_input_delay [expr $clk_period * $clk_io_pct] -clock clk0 $non_clock_inputs
set_output_delay [expr $clk_period * $clk_io_pct] -clock clk0 [all_outputs]
```
`./run.sh`:
```
#!/bin/bash
# OpenROAD 26Q1-2900-gdf79404cd8, Yosys 0.63+post, stock flow scripts
make -C /OpenROAD-flow-scripts/flow DESIGN_CONFIG=/design/flow/config.mk WORK_HOME=/design/flow/orfs finish
```
==> results.tsv <==
stage	metric	value	unit
status	outcome	finished clean	
critical_path	cp_data_required_time	2.40	ns
job	warnings	33	
synth	postSynthSeqShare	0	
routing	antenna_cells	0	
timing	worstMarginPinSlew	0.0940	ns
power	peakVddDrop	0.0000405	V
hold_path	hp-class	input pin to output pin	
synth	synthMostInstantiatedCell	inv_1	
synth	syn_area	178	um^2
grt	first_global_vias	193	
grt	grt.total_usage	0.0160	
synth	common_cells	inv_1 (10), buf_4 (8), fa_1 (4)	
placement	placed_cells	77	
routing	drt-total-wl	555	um
synth	ys_cells	22	
synth	syn_area_per_cell	8.08	um^2
routing	wl_per_cell	6.31	um
final_layout	drive_gt1_frac	0.595	
timing	slew_viol_final	0	
final_layout	clkbuf_count	0	
floorplanning	row_count	21	
synth	synth_top_area_share	0.451	
timing	rsz0062_at_grt	no	
critical_path	cp-startpoint	a[0]	
hold_path	whs_path_depth	5	
floorplanning	fp.dieW	80	um
routing	drc	0	
critical_path	criticalPathCategory	input pin to output pin	
final_layout	utilization	0.127	
floorplanning	chip_area	0.00640	mm^2
placement	dpl.hpwl	450	um
critical_path	cp-end-kind	output pin	
timing	setup-tns-final	0	ns
grt	grt_max_degree	3	
timing	finalCriticalPeriod	2.91	ns
timing	setup-violations-final	0	
final_layout	fillCellCount	395	
synth	syn_inst	22	
routing	post_drt_via_cell_ratio	2.14	
timing	finalHoldViolations	0	
placement	routabilityCongestion	0.778	
critical_path	startpoint_type	input pin	
floorplanning	initCoreUtil	0.0520	
synth	ys_types	3	
floorplanning	io_pins	17	
timing	hold_slack	1.94	ns
synth	ys_area	178	um^2
power	power_density	157	mW/mm^2
routing	drtIter0Drc	0	
synth	topCellsByArea	fa_1 (45%), buf_4 (34%), inv_1 (21%)	
power	p_total	0.0683	mW
routing	vias	188	
hold_path	hp-start	c_in	
floorplanning	fp.dieH	80	um
timing	finalCritPeriodShare	0.971	
final_layout	comb_area	90.1	um^2
grt	grt-ovfl-total	0	
hold_path	min_to	s[0]	
final_layout	ff_count	0	
power	cellLeakagePower	0.205	nW
final_layout	seqCellArea	0	um^2
placement	io_buffers	17	
routing	antenna_left	0	
grt	antenna_found_initial	0	
critical_path	worstPathMaxFanout	2	
timing	max_freq	343	MHz
critical_path	critPathArrivalTime	2.31	ns
final_layout	syn2layout_area_growth	144	%
floorplanning	coreArea	0.00342	mm^2
routing	firstDrtPassIters	1	
job	drv_cap	0	
synth	yosys_warnings	0	
final_layout	final_cell_count_no_fill	88	
grt	grt_pass1_wl	855	um
synth	top_area_cell	fa_1	
timing	relSlewSlack	0.937	
-- kinds of logic after synthesis --
logic type	synth area share
buffers and inverters	0.549
adder cells (fa/ha/maj)	0.451
-- metrics by stage --
stage	setup WS, ns	area [um^2]
after global placement	-0.759	345
final	0.0884	434
after floorplan	0.161	178
after CTS	-0.00140	427
after detailed placement	-0.779	345
after global routing	0.00304	434
-- worst max-delay path: stages --
cell and delay [ns]:
buf_6 0.10, inv_4 0.04, fa_2 0.19, inv_2 0.04, fa_2 0.36, fa_2 0.36
inv_2 0.06, fa_2 0.43, inv_2 0.05, buf_2 0.09
-- power breakdown --
part	switching (mW)	internal [mW]
logic	0.0191	0.0492
clock network	0	0
registers	0	0
-- worst max path at each step --
stage | endpoint | depth (start not counted)
CTS | s[3] | 10
global route | s[3] | 10
finish | s[3] | 10
-- what timing repair did --
item / in CTS / in global routing
buffers inserted: 11 / 0
hold buffers: 0 / 0
gates resized: 31 / 3
gates cloned: 0 / 0
setup endpoints to repair: 5 / 2
pin swaps: 4 / 4
-- per-layer routing --
metal | up-vias | share of wire | GRT usage | routed length (um)
met5 | - | 0 | 0 | 0
met4 | 0 | 0 | 0 | 0
met3 | 0 | 0.21 | 0.0102 | 114
met2 | 16 | 0.30 | 0.0193 | 166
met1 | 84 | 0.50 | 0.0240 | 275
li1 | 88 | - | - | -
-- placed cells by master, fill, tap and decap left out --
master,netlist,final
clkdlybuf4s15_1,0,1
inv_2,0,5
inv_4,0,1
buf_6,0,3
clkdlybuf4s50_1,0,8
dlygate4sd2_1,0,4
fa_2,0,4
buf_2,0,1
buf_4,8,11
inv_1,10,4
-- final cells by class --
cell class | instances | share of cell area
Tap cell | 46 | 0.133
Multi-Input combinational cell | 4 | 0.207
Timing Repair Buffer | 28 | 0.568
Inverter | 10 | 0.0922
No activity file was given, so power comes from the tool's default toggle rates.
