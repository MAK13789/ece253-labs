==> flow/design.v <==
module part3(HEX0, SW);
   input [0:3] SW;
   output [6:0] HEX0;
	hex_decoder u0(
		.c(SW),
		.display(HEX0)
	);
endmodule
module hex_decoder(c, display);
	input [3:0] c;
	output [6:0] display;
	assign display[0] = !c[3]&!c[2]&!c[1]&c[0] | !c[3]&c[2]&!c[1]&!c[0] | c[3]&!c[2]&c[1]&c[0] | c[3]&c[2]&!c[1]&c[0];
	assign display[1] = !c[3]&c[2]&!c[1]&c[0] | !c[3]&c[2]&c[1]&!c[0] | c[3]&!c[2]&c[1]&c[0] | c[3]&c[2]&!c[1]&!c[0] | c[3]&c[2]&c[1]&!c[0] | c[3]&c[2]&c[1]&c[0];
	assign display[2] = !c[3]&!c[2]&c[1]&!c[0] | c[3]&c[2]&!c[1]&!c[0] | c[3]&c[2]&c[1]&!c[0] | c[3]&c[2]&c[1]&c[0];
	assign display[3] = !c[3]&!c[2]&!c[1]&c[0] | !c[3]&c[2]&!c[1]&!c[0] | !c[3]&c[2]&c[1]&c[0] | c[3]&!c[2]&c[1]&!c[0] | c[3]&c[2]&c[1]&c[0];
	assign display[4] = !c[3]&!c[2]&!c[1]&c[0] | !c[3]&!c[2]&c[1]&c[0] | !c[3]&c[2]&!c[1]&!c[0] | !c[3]&c[2]&!c[1]&c[0] | !c[3]&c[2]&c[1]&c[0] | c[3]&!c[2]&!c[1]&c[0];
	assign display[5] = !c[3]&!c[2]&!c[1]&c[0] | !c[3]&!c[2]&c[1]&!c[0] | !c[3]&!c[2]&c[1]&c[0] | !c[3]&c[2]&c[1]&c[0] | c[3]&c[2]&!c[1]&c[0];
	assign display[6] = !c[3]&!c[2]&!c[1]&!c[0] | !c[3]&!c[2]&!c[1]&c[0] | !c[3]&c[2]&c[1]&c[0] | c[3]&c[2]&!c[1]&!c[0];
endmodule
==> flow/run.sh <==
#!/bin/bash
# OpenROAD 26Q1-2900-gdf79404cd8, Yosys 0.63+post, stock flow scripts
make -C /OpenROAD-flow-scripts/flow DESIGN_CONFIG=/design/flow/config.mk WORK_HOME=/design/flow/orfs finish
==> flow/config.mk <==
export PLATFORM = sky130hd
export DESIGN_NAME = part3
export DESIGN_NICKNAME = part3
export VERILOG_FILES = /design/flow/design.v
export SDC_FILE = /design/flow/constraint.sdc
export NUM_CORES = 4
export LEC_CHECK = 1
export CORE_AREA = 10 10 70 70
export DIE_AREA = 0 0 80 80
==> flow/constraint.sdc <==
current_design part3

set clk_period 1.8
set clk_io_pct 0.2

create_clock -name clk0 -period $clk_period

set non_clock_inputs [all_inputs -no_clocks]
set_input_delay [expr $clk_period * $clk_io_pct] -clock clk0 $non_clock_inputs
set_output_delay [expr $clk_period * $clk_io_pct] -clock clk0 [all_outputs]
==> out/summary.rpt <==
=======================================================================================
Outcome                                                                    finished, final reports clean
Slowest cell delay on critical path                                              400 ps
Placer Congestion                                                                 0.683
Element type at the critical path end                                       output port
Setup TNS                                                                          0 ps
Simple-Gate Area Share                                                            48.9%
Total tool warning count                                                             32
Floorplan die height                                                              80 um
Max Clk Rate                                                                    577 MHz
Horizontal die size                                                               80 um
DRC                                                                                   0
Final cell utilization of the core                                                11.8%
Setup violators final                                                                 0
CP top delay family                                                        buffers and inverters
Layout Area Growth over Synthesis                                                 80.3%
Number of inserted diodes                                                             0
Total GRT Usage                                                                   2.26%
Leakage dissipation                                                            0.158 nW
Xor-xnor portion of the synthesized cell area                                     3.93%
Arr. time, crit path                                                            1370 ps
Largest net degree at the start of global routing                                    10
Dominant logic cell types in the final layout                              8 x buf_4, 4 x buf_2, 3 x o211ai_1, 3 x nand2b_1, 3 x dlygate4sd2_1
Share of cells above drive strength 1                                             38.3%
Most instantiated logic cell after routing                                        buf_4
Max-cap violations                                                                    0
Aggregate global routing overflow                                                     0
Total number of placement rows                                                       21
Cell with the largest stage delay on the worst path                              or3b_1
Mapped Area                                                                    223 um^2
MUX share of area                                                                    0%
Area leader share                                                                 13.5%
Area of the core                                                           0.00342 mm^2
Routed length per placed instance                                               7.54 um
Final std cell area, no fill                                                   402 um^2
Main logic family after synthesis                                          simple AND/OR/NAND/NOR gates
FP Core Util                                                                      6.52%
Pre-antenna DRT Iters                                                                 2
Number of sequential cells in the layout                                              0
Antenna violations before repair                                                      0
Detailed-route vias per instance                                                   3.20
Worst hold slack after final layout                                             1180 ps
Req. time, crit path                                                            1440 ps
Cell Chain, Critical Path                                                  clkdlybuf4s15_2 -> or3b_1 -> a22oi_1 -> dlygate4sd2_1
Final Max Tran Viols                                                                  0
Detailed Place HPWL                                                              616 um
DRT antenna net count                                                                 0
Worst setup startpoint                                                            SW[0]
Final Hold Violation Tally                                                            0
Global-route wire length before repair                                          1250 um
Number of violations reported at the end of detailed-routing iteration 0             19
Count of yosys warnings during synthesis                                              0
PD cells                                                                    182 mW/mm^2
Chip Area                                                                  0.00640 mm^2
Number of port buffers                                                               11
Worst-Margin Slew                                                                158 ps
Largest cells by area after synthesis                                      or4b_1 13%, o211ai_1 10%, nand2b_1 8.4%
Clock buffer count                                                                    0
Setup bufs post-CTS                                                                   0
Number of global-route vias before repair                                           281
Setup repair after global routing missed its margin                                  no
Compound Share, Synth                                                             32.6%
Adder-cell share of the synthesized area                                             0%
Total power                                                                     73.1 uW
Count of boundary I/O pins                                                           11
Maximum fanout encountered on the critical timing path                                7
Post-Place Cell Area                                                           425 um^2
Relative slew slack                                                               89.4%
Post-route fraction of the period consumed by the critical path                   96.2%
Sequential element share of the synthesized area                                     0%
Library cells used by synthesis                                                      21
Synthesized area divided by synthesized cell count                            6.96 um^2
Buffers plus inverters on the worst setup path                                        2
Final min period                                                                1730 ps
Startpoint type of the worst setup path                                    primary input
Sequential cell area in the final layout                                         0 um^2
IR Drop Worst-Case VDD                                                        0.0252 mV
Number of hold-repair buffers added at the cts stage                                  0
Gate count after technology mapping                                                  32
Number of vias in the routed layout                                                 298
Leading area contributor after synthesis                                         or4b_1
Worst Path Class, Setup                                                    primary input to output port
WL final                                                                         701 um
YS chip area                                                                   223 um^2
Worst Hold Class                                                           primary input to output port
Critical hold path startpoint                                                     SW[1]
Cell count listed in synth_stat.txt                                                  32
=======================================================================================
==> synthesized netlist by cell type <==
library cell	number
o211ai_1	3
or2b_1	1
or4b_1	3
o21ai_0	2
a21boi_0	1
inv_1	2
nand2_1	1
o2111ai_1	1
or3_1	1
or3b_1	1
nor2b_1	1
buf_6	1
buf_2	2
a22oi_1	1
o21a_1	1
nand3_1	2
nand4b_1	2
clkbuf_1	1
o221ai_1	1
xnor2_1	1
nand2b_1	3
==> power by group <==
part           total (mW)  internal, mW  switching (mW)
combinational      0.0731        0.0432          0.0299
sequential              0             0               0
clock                   0             0               0
total              0.0731        0.0432          0.0299
==> cells by family (layout without fill, tap and decap cells) <==
logic type      after synthesis  in the layout
simple gates                 15             15
compound gates               10             10
buf+inv                       6             21
xor+xnor                      1              1
==> layer usage <==
metal | share of wire (%) | track usage (%)
met1 | 39 | 2.57
met2 | 53 | 4.33
met3 | 7.6 | 0.568
met4 | 0 | 0
met5 | 0 | 0
==> worst min-delay path, stage by stage <==
cell,delay [ps]
buf_2,150
or4b_1,130
o211ai_1,80
clkbuf_2,100
==> stage by stage <==
step | setup WS, ps | instances
floorplan | 407 | 32
global placement | -628 | 93
detailed placement | -638 | 93
CTS | 1.35 | 93
global route | 5.19 | 93
finish | 67.7 | 93
==> timing repair <==
action,4_1_cts,5_1_grt
endpoints found under the setup margin,7,4
pin swaps,2,1
resized,26,6
==> layout make-up <==
cell class,instances,area [um^2]
fillers,404,3010
multi-input cells,26,198
repair buffers,19,139
inverters,2,7.51
well taps,46,57.6
==> final timing paths <==
check | endpoint | slack, ps | cells past startpoint
max | HEX0[1] | 70 | 4
min | HEX0[2] | 1180 | 4
Power figures rest on the tool's default switching activity, not on a simulated workload.
